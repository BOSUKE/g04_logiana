File: /design/flow/config.mk
export PLATFORM = sky130hd
export DESIGN_NAME = logiana
export DESIGN_NICKNAME = logiana
export VERILOG_FILES = /design/flow/design.v
export SDC_FILE = /design/flow/constraint.sdc
export NUM_CORES = 4
export LEC_CHECK = 1
export CORE_UTILIZATION = 50
File: /design/flow/constraint.sdc
current_design logiana

set clk_period 6.6
set clk_io_pct 0.2

create_clock -name clk0 -period $clk_period [get_ports {clk}]

set non_clock_inputs [all_inputs -no_clocks]
set_input_delay [expr $clk_period * $clk_io_pct] -clock clk0 $non_clock_inputs
set_output_delay [expr $clk_period * $clk_io_pct] -clock clk0 [all_outputs]
File: /design/flow/design.v
module logiana (
  input clk,
  input rst,
  input [7:0] probe,
  output [7:0] send_data,
  output send_req,
  input send_ready,
  input [7:0] recv_data,
  input recv_valid,
  output [16:0] sram_addr,
  inout [7:0] sram_data,
  output sram_ce_n,
  output sram_oe_n,
  output sram_we_n
);
  reg [16:0] sram_write_addr = 0;    
  reg [16:0] sram_read_addr  = 0;    
  reg [16:0] sram_addr_reg = 0;      
  reg sram_oe_n_reg = 1;             
  reg sram_we_n_reg = 1;             
  reg [7:0] sram_out_reg  = 0;       
  assign sram_addr = sram_addr_reg;
  assign sram_ce_n = 1'b0;
  assign sram_oe_n = sram_oe_n_reg;
  assign sram_we_n = sram_we_n_reg;
  wire [7:0] sram_input = sram_data;
  assign sram_data = sram_we_n_reg ? 8'hzz : sram_out_reg;
  reg [7:0] divide_setting = 0;    
  reg [7:0] pos_setting = 0;       
  reg trigger_setting = 0;         
  reg [2:0] probe_setting = 0;     
  reg running = 0;     
  reg start_req = 0;   
  parameter DIVIDE_SETTING_CMD = 1,
            POS_SETTING_CMD = 2,
            TRIGER_SETTING_CMD = 3,
            CONTROL_CMD = 4,
            READ_DATA_CMD = 5;
  parameter RISING_TRIGGER = 1,
            FALLING_TRIGER = 0;
  wire [2:0] recv_cmd = recv_data[2:0];
  reg  [2:0] recv_cmd_reg = 0;
  wire [4:0] recv_cmd_reserved = recv_data[6:5];
  wire recv_cmd_valid = (recv_cmd_reserved == 0)
                      && (DIVIDE_SETTING_CMD <= recv_cmd)
                      && (recv_cmd <= READ_DATA_CMD);
  wire recv_cmd_is_write = recv_data[7];
  parameter WAIT_WRITE_CMD_STATE = 0,   
            WAIT_WRITE_DATA_STATE = 1;  
  reg uart_recv_state = WAIT_WRITE_CMD_STATE;
  always @ (posedge clk or posedge rst) begin
    if (rst) begin
      divide_setting <= 0;
      pos_setting <= 0;
      trigger_setting <= 0;
      probe_setting <= 0;
      start_req <= 0;
      recv_cmd_reg <= 0;
      uart_recv_state <= WAIT_WRITE_CMD_STATE;
    end else begin
      case (uart_recv_state)
        WAIT_WRITE_CMD_STATE: begin
          if (recv_valid && recv_cmd_valid && recv_cmd_is_write) begin
            recv_cmd_reg <= recv_cmd;
            uart_recv_state <= WAIT_WRITE_DATA_STATE;
          end
          start_req <= 0;
        end
        WAIT_WRITE_DATA_STATE: begin
          if (recv_valid) begin
            case (recv_cmd_reg)
              DIVIDE_SETTING_CMD: divide_setting <= recv_data;
              POS_SETTING_CMD: pos_setting <= recv_data;
              TRIGER_SETTING_CMD: begin
                trigger_setting <= recv_data[7];
                probe_setting <= recv_data[2:0];
              end
              CONTROL_CMD:  start_req <= 1;
            endcase
            uart_recv_state <= WAIT_WRITE_CMD_STATE;
          end
        end
      endcase
    end
  end
  reg [7:0] send_reg_data = 0;
  assign send_data = send_reg_data;
  reg send_req_reg = 0;
  assign send_req = send_req_reg;
  parameter WAIT_READ_CMD_STATE = 0,     
            WAIT_SEND_READY_STATE = 1,   
            REQ_SRAM_READ_STATE = 2,     
            WAIT_SRAM_READ_STATE = 3,    
            WAIT_SRAM_SEND_READY_STATE = 4;  
  reg [2:0] uart_send_state = WAIT_READ_CMD_STATE;
  always @ (posedge clk or posedge rst) begin
    if (rst) begin
      send_reg_data <= 0;
      send_req_reg <= 0;
      uart_send_state <= WAIT_READ_CMD_STATE;
    end else begin
      case (uart_send_state)
        WAIT_READ_CMD_STATE: begin
          if (recv_valid && recv_cmd_valid && (~recv_cmd_is_write)) begin
            case (recv_cmd)
              DIVIDE_SETTING_CMD: begin
                send_reg_data <= divide_setting;
                uart_send_state <= WAIT_SEND_READY_STATE;
              end
              POS_SETTING_CMD: begin
                send_reg_data <= pos_setting;
                uart_send_state <= WAIT_SEND_READY_STATE;
              end
              TRIGER_SETTING_CMD: begin
                send_reg_data <= {trigger_setting, 4'h00, probe_setting};
                uart_send_state <= WAIT_SEND_READY_STATE;
              end
              CONTROL_CMD: begin
                send_reg_data <= {7'h00, running};
                uart_send_state <= WAIT_SEND_READY_STATE;
              end
              READ_DATA_CMD: begin
                sram_read_addr <= sram_write_addr;
                uart_send_state <= REQ_SRAM_READ_STATE;
              end
            endcase
          end
          send_req_reg <= 0;
        end
        WAIT_SEND_READY_STATE: begin
          if (send_ready) begin
            send_req_reg <= 1;
            uart_send_state <= WAIT_READ_CMD_STATE;
          end
        end
        REQ_SRAM_READ_STATE: begin
          uart_send_state <= WAIT_SRAM_READ_STATE;
          send_req_reg <= 0;
        end
        WAIT_SRAM_READ_STATE: begin
          send_reg_data <= sram_input;
          sram_read_addr <= sram_read_addr + 1'b1;
          uart_send_state <= WAIT_SRAM_SEND_READY_STATE;
          send_req_reg <= 0;
        end
        WAIT_SRAM_SEND_READY_STATE: begin
          if (send_ready) begin
            send_req_reg <= 1;
            if (sram_read_addr == sram_write_addr) begin
              uart_send_state <= WAIT_READ_CMD_STATE;
            end else begin
              uart_send_state <= REQ_SRAM_READ_STATE;
            end
          end
        end
      endcase
    end
  end
  reg [7:0] divide_counter = 0;
  wire sample_point = (divide_counter == 0);  
  always @ (posedge clk or posedge rst) begin
    if (rst) begin
      divide_counter <= 0;
    end else begin
      if (divide_counter == divide_setting) begin
        divide_counter <= 0;
      end else begin
        divide_counter <= divide_counter + 1'b1;
      end
    end
  end
  reg [7:0] probe_reg = 0;   
  always @(posedge clk) begin
    if (sample_point) begin
      probe_reg <= probe;
    end
  end
  wire trigger_probe = probe_reg[probe_setting];
  reg prev_trigger_probe = 0;
  always @(posedge clk) begin
    if (sample_point) begin
      prev_trigger_probe <= trigger_probe;
    end
  end
  wire probe_rising = trigger_probe & (~prev_trigger_probe);
  wire probe_failing = (~trigger_probe) & prev_trigger_probe;
  wire trigger_condition = (trigger_setting == RISING_TRIGGER) ? probe_rising : probe_failing;
  reg triggered  = 0;  
  reg [16:0] sample_counter = 0;  
    always @(posedge clk or posedge rst) begin
    if (rst) begin
      running <= 0;
      triggered <= 0;
      sample_counter <= 0;
      sram_addr_reg <= 0;
      sram_out_reg <= 0;
      sram_oe_n_reg <= 1;
      sram_we_n_reg <= 1;
    end else begin
      if (start_req) begin
        running <= 1;
        triggered <= 0;
        sram_write_addr <= 0;
        sram_oe_n_reg <= 1;
        sram_we_n_reg <= 1;
      end else if (running && sample_point) begin
        sram_out_reg <= probe_reg;
        sram_addr_reg <= sram_write_addr;
        sram_write_addr <= sram_write_addr + 1'b1;
        sram_oe_n_reg <= 1;
        if (~triggered) begin
          triggered <= trigger_condition;
          if (trigger_condition) begin
            sample_counter <= {pos_setting, 9'h000};
          end
          sram_we_n_reg <= 0;
        end else begin
          if (sample_counter == 17'h1FFFF) begin
            running <= 0;
            sram_we_n_reg <= 1;
          end else begin
            sample_counter <= sample_counter + 1'b1;
            sram_we_n_reg <= 0;
          end
        end
      end else if (uart_send_state == REQ_SRAM_READ_STATE) begin
        sram_addr_reg <= sram_read_addr;
        sram_oe_n_reg <= 0;
        sram_we_n_reg <= 1;
      end else begin
        sram_oe_n_reg <= 1;
        sram_we_n_reg <= 1;
      end
    end
  end
endmodule
File: /design/flow/run.sh
#!/bin/bash
# OpenROAD 26Q1-2900-gdf79404cd8, Yosys 0.63+post, stock flow scripts
make -C /OpenROAD-flow-scripts/flow DESIGN_CONFIG=/design/flow/config.mk WORK_HOME=/design/flow/orfs finish
==> flow_summary.ini <==
; implementation run metrics
[outcome]
status = stopped before the end
stop_stage = clock tree synthesis (4_1_cts)
tool.error = [error] [KeplerFormal.cpp:679] Workflow failed: Iso has multiple drivers: .sram_data0, sram_data[0]$_DFFE_PP0P_.Q0

[clock_network]
post-cts-setup-buffers = 0
ctsHoldBuffers = 0
cts_made_buffers = 17
htree_levels = 4
clock_sinks = 134
cts_resized = 0
ctsRootBufferMaster = clkbuf_16
cts_max_path_buffers = 2

[floorplanning]
die_h_um = 121
initCoreUtil_pct = 51.4
ioPinCount = 57
die_w_um = 121
row_count = 43

[synth]
async_flop_share_pct = 67.9
ys_chip_area_um2 = 7130
yosysUniqueCellTypes = 67
syn_avg_cell_area_um2 = 10.1
synthesis.area_um2 = 7130
postSynthSeqShare_pct = 50.1
syn_inst = 705
numSynthFlops = 134
ys.flop_type = dfrtp_1
ys_cells = 705
synth_warnings = 2
synth-edff-count = 43

[placement]
postPlaceCellArea_um2 = 7720
place.gp.congestion = 0.878
io_buffers = 47
dpl.hpwl_um = 10900
[cell families after synthesis]
family / count (synthesis) / share of synthesized area [%]
AND/OR/NAND/NOR: 249 / 17.0
other: 1 / 0.0526
multiplexers: 50 / 8.21
flip-flops: 134 / 50.1
XOR/XNOR: 60 / 7.37
AND-OR/OR-AND: 142 / 12.4
buffers and inverters: 63 / 3.86
adder cells (fa/ha/maj): 6 / 1.05
[metrics by stage]
stage,setup WS [ps],std cells
3_5_place_dp,2770,899
3_3_place_gp,2760,899
2_1_floorplan,2550,705
[Yosys cell counts (3+ instances only)]
cell type	n	area, µm²
xnor2_1	28	245
ha_1	6	75.1
nor3_1	13	65.1
and2_1	4	25.0
nand2b_1	5	31.3
o22ai_1	7	43.8
o31ai_1	4	30.0
a211oi_1	9	67.6
inv_1	18	67.6
o21ai_0	41	205
nand2_1	75	282
mux2_2	28	315
mux2i_1	18	180
o41ai_1	4	35.0
nand3b_1	5	37.5
a22o_1	4	35.0
nand4_1	12	75.1
nor2b_1	6	37.5
a21o_1	4	30.0
or2_2	3	18.8
or3_1	4	25.0
clkbuf_1	36	135
nand3_1	26	130
nor2_1	65	244
a21oi_1	47	235
a31oi_1	3	18.8
nor4_1	8	50.1
a41oi_1	3	26.3
xor2_1	32	280
a32oi_1	4	35.0
edfxtp_1	43	1290
dfrtp_1	89	2230
and3_1	10	62.6
