**constraint.sdc**
```tcl
current_design uart

set clk_period 4.7
set clk_io_pct 0.2

create_clock -name clk0 -period $clk_period [get_ports {clk}]

set non_clock_inputs [all_inputs -no_clocks]
set_input_delay [expr $clk_period * $clk_io_pct] -clock clk0 $non_clock_inputs
set_output_delay [expr $clk_period * $clk_io_pct] -clock clk0 [all_outputs]
```
**run.sh**
```bash
#!/bin/bash
# OpenROAD 26Q1-2900-gdf79404cd8, Yosys 0.63+post, stock flow scripts
make -C /OpenROAD-flow-scripts/flow DESIGN_CONFIG=/design/flow/config.mk WORK_HOME=/design/flow/orfs finish
```
**design.v**
```verilog
module uart (
  input wire clk,
  input wire rst,
  input wire rx,
  output wire tx,
  input wire [7:0] send_data,
  input wire send_req,
  output wire send_ready,
  output wire [7:0] recv_data,
  output wire recv_valid
  );
  parameter CLK_x4_DIV_COUNTER_WIDTH = 8;
  parameter CLK_x4_DIV_COUNT = 216;
  wire baud_x4_clk;
  wire baud_clk;
  reg [CLK_x4_DIV_COUNTER_WIDTH-1:0] div_counter = CLK_x4_DIV_COUNT;
  assign baud_x4_clk = (div_counter == 0);
  always @(posedge clk or posedge rst) begin
    if (rst) begin
      div_counter <= CLK_x4_DIV_COUNT;
    end else begin
      if (div_counter == 0) begin
        div_counter <= CLK_x4_DIV_COUNT;
      end else begin
        div_counter <= div_counter - 1'b1;
      end
    end
  end
  reg [1:0] x4counter = 2'b11;
  assign baud_clk = (x4counter == 0) & baud_x4_clk;
  always @(posedge clk or posedge rst) begin
    if (rst) begin
      x4counter <= 2'b11;
    end else begin
      if (baud_x4_clk) begin
        x4counter <= {x4counter[0], ~x4counter[1]};
      end
    end
  end
  reg tx_reg = 1;
  reg send_ready_reg = 1;
  reg [7:0] tx_data = 0;
  reg [3:0] tx_counter = 0;
  parameter TX_IDLE = 0,        
            TX_START_SEND = 1,  
            TX_BIT0_SEND = 2,   
            TX_BIT7_SEND = 9,   
            TX_STOP_SEND = 10,  
            TX_STOP_WAIT = 11;  
  assign tx = tx_reg;
  assign send_ready = send_ready_reg;
  always @(posedge clk or posedge rst) begin
    if (rst) begin
      tx_reg <= 1;
      tx_data <= 0;
      tx_counter <= 0;
      send_ready_reg <= 1;
    end else begin
      case (tx_counter)
        TX_IDLE: begin
          if (send_req) begin
            tx_data <= send_data;
            tx_counter <= tx_counter + 1'b1;
            send_ready_reg <= 0;
          end
        end
        TX_START_SEND: begin
          if (baud_clk) begin
            tx_reg <= 0;
            tx_counter <= tx_counter + 1'b1;
          end
        end
        TX_STOP_SEND: begin
          if (baud_clk) begin
            tx_reg <= 1;
            tx_counter <= tx_counter + 1'b1;
          end
        end
        TX_STOP_WAIT: begin
          if (baud_clk) begin
            tx_counter <= TX_IDLE;
            send_ready_reg <= 1;
          end
        end
        default : begin  
          if (baud_clk) begin
            tx_reg <= tx_data[0];
            tx_data <= {1'b0, tx_data[7:1]};
            tx_counter <= tx_counter + 1'b1;
          end
        end
      endcase
    end
  end
  reg [7:0] recv_data_reg = 0;
	reg recv_valid_reg = 0;
	reg [3:0] rx_counter = 0;
	reg [1:0] sample_counter = 0;
	wire sample_point = (sample_counter == 0);
	parameter RX_IDLE = 0,        
            RX_START_RECV = 1,  
	          RX_BIT0_RECV  = 2,  
	          RX_BIT7_SEND  = 9,  
	          RX_STOP_RECV = 10;  
  assign recv_data = recv_data_reg;
  assign recv_valid = recv_valid_reg;
	always @(posedge clk or posedge rst) begin
		if (rst) begin
			recv_data_reg <= 0;
			recv_valid_reg <= 0;
			rx_counter <= 0;
			sample_counter <= 0;
		end else begin
			case (rx_counter)
				RX_IDLE: begin
					if (baud_x4_clk && (rx == 0)) begin
							rx_counter <= rx_counter + 1'b1;
							sample_counter <= 0;
					end
					recv_valid_reg <= 0;
				end
				RX_START_RECV: begin
					if (baud_x4_clk) begin
						if (sample_point) begin
              if (rx == 0) begin  
                rx_counter <= rx_counter + 1'b1;
              end else begin
                rx_counter <= RX_IDLE;   
              end
						end
						sample_counter <= sample_counter + 1'b1;
					end
				end
				RX_STOP_RECV: begin
					if (baud_x4_clk) begin
						if (sample_point) begin
              if (rx == 1) begin  
                recv_valid_reg <= 1;
              end
							rx_counter <= RX_IDLE;
						end
						sample_counter <= sample_counter + 1'b1;
					end
				end
				default: begin
					if (baud_x4_clk) begin
						if (sample_point) begin
							recv_data_reg <= {rx, recv_data_reg[7:1]};
							rx_counter <= rx_counter + 1'b1;
						end
						sample_counter <= sample_counter + 1'b1;
					end
				end
			endcase
		end
	end
endmodule
```
**config.mk**
```make
export PLATFORM = sky130hd
export DESIGN_NAME = uart
export DESIGN_NICKNAME = uart
export VERILOG_FILES = /design/flow/design.v
export SDC_FILE = /design/flow/constraint.sdc
export NUM_CORES = 4
export LEC_CHECK = 1
export CORE_UTILIZATION = 40
```
==> results_dict.tcl <==
# collected from the flow reports
set metrics [dict create \
    largest_net_degree_at_the_start_of_global_routing 40 \
    placer_s_final_routability_congestion_estimate 0.885 \
    worstSetupStartpointType "flip-flop" \
    routed_len_inst_um 12.1 \
    core-area_um2 4850 \
    area_growth_syn_to_layout_pct 19.2 \
    clock_skew_ps 6.86 \
    post_synth_most_frequent_cells "sky130_fd_sc_hd__dfrtp_1, sky130_fd_sc_hd__mux2_2, sky130_fd_sc_hd__nand2_1" \
    pre_cts_ws_ps 2210 \
    yosys_most_used_dff "sky130_fd_sc_hd__dfrtp_1" \
    antenna_left 0 \
    yosys-top-cells-area "sky130_fd_sc_hd__dfrtp_1, sky130_fd_sc_hd__mux2_2, sky130_fd_sc_hd__dfstp_2" \
    number_of_filler_instances_in_the_final_layout 421 \
    clkSlewWorstSetupHoldPaths_ps 80 \
    vias_per_cell 5.01 \
    numSynthFlops 39 \
    postSynthSeqShare_pct 47.9 \
    timing.final.max_slew_violations 0 \
    synthesis.instances 183 \
    post-synth-top-area-cell "sky130_fd_sc_hd__dfrtp_1" \
    synthDistinctLibCells 45 \
    drv_cap 0 \
    max_slew_margin_pct 63.7 \
    grt_usage_pct 14.1 \
    detail_route.iter0.violations 23 \
    clk_root_buffer_cell "sky130_fd_sc_hd__clkbuf_8" \
    critical_path.endpoint_type "flip-flop" \
    crit_arrival_ps 2480 \
    detailedRoute.firstPassIterationCount 4 \
    synth_chip_area_um2 2060 \
    setup_repair_after_global_routing_missed_its_margin "false" \
    worst-path-max-fanout 10 \
    syn_area_um2 2060 \
    finalWirelength_um 3350 \
    overflow 0 \
    overall_power_after_layout_mw 0.646 \
    post_synth_edffs 0 \
    final_area_um2 2450 \
    required_ps 4880 \
    cts_resized 0 \
    ios 23 \
    cts_bufs_inserted 5 \
    powerDensity_nw_per_um2 264 \
    cts-hold-fix-buffers 0 \
    count_of_standard_cell_rows 25 \
    yosysTopAreaCellShare_pct 37.7 \
    cts_buffer_depth 2 \
    report.final.hold_viol_count 0 \
    min_hold_slack_ps 450 \
    async_flop_share_pct 100 \
    placement.io_buffers 22 \
    yosysWarnings 1 \
    post_cts_buffers 0 \
    chipWidth_um 73.7 \
    post_route_cells_drive_above_1_share_pct 24.9 \
    antenna-diode-count 0 \
    cts.htree.levels 2 \
    synth_top_cell_by_count "sky130_fd_sc_hd__dfrtp_1" \
    cellLeakagePower_nw 1.06 \
    grt_pass1_wl_um 5880 \
    fp_util_pct 42.4 \
    post-route-drc-count 0 \
    floorplan.die_area_um2 5430 \
    via_count 1384 \
    clk_latency_ps 290 \
    fin_tns_setup_ps 0 \
    worstHoldPathType "reg -> reg" \
    antenna_found_initial 0 \
    worst-setup-path-type "reg -> reg" \
    dpl_cell_area_um2 2330 \
    power.ir.vdd_worst_uv 145 \
    maxClockFrequency_mhz 434 \
    avgSynthCellArea_um2 11.2 \
    final_critical_path_setup_slack_ps 2400 \
    max_slew.worst_pin.slew_ps 543 \
    status "finished clean" \
    stage_log_warnings 31 \
    first_global_vias 1337 \
    finalWorstPathRequiredPeriod_ps 2300 \
    total_number_of_clock_tree_sinks 39 \
    finalClockPeriodUsage_pct 49.0 \
    place_hpwl_um 2430 \
    synth-cells-yosys 183 \
    finalSetupViolations 0 \
    cts_tree "done" \
    floorplan.die.height_um 73.7 \
]
==> layout by cell type, fill, tap and decap left out, types with 6 or more instances in the layout <==
master / Yosys / routed
sky130_fd_sc_hd__ha_1: 10 / 10
sky130_fd_sc_hd__clkdlybuf4s50_1: 0 / 22
sky130_fd_sc_hd__o21ai_0: 12 / 12
sky130_fd_sc_hd__mux2_2: 23 / 23
sky130_fd_sc_hd__nor2_1: 14 / 14
sky130_fd_sc_hd__dfrtp_1: 31 / 31
sky130_fd_sc_hd__nand2_1: 18 / 18
sky130_fd_sc_hd__inv_1: 14 / 14
sky130_fd_sc_hd__dfstp_2: 8 / 8
sky130_fd_sc_hd__clkbuf_8: 0 / 6
==> per-stage QoR <==
stage | std cells | util (%)
detailed placement | 268 | 48.1
floorplan | 183 | -
global route | 276 | 50.6
finish | 276 | 50.6
global placement | 268 | 48.1
CTS | 276 | 50.6
==> worst max-delay path, stage by stage (launching register included) <==
cell,delay (ps)
sky130_fd_sc_hd__dfrtp_1,420
sky130_fd_sc_hd__inv_1,140
sky130_fd_sc_hd__ha_1,220
sky130_fd_sc_hd__nor3b_4,460
sky130_fd_sc_hd__nand2_1,240
sky130_fd_sc_hd__a21oi_4,340
sky130_fd_sc_hd__mux2_2,380
==> per-layer routing <==
layer | GRT usage [%] | part of all wire (%) | vias up
met5 | 0 | 0 | -
met4 | 2.14 | 1.3 | 0
met3 | 3.05 | 3.9 | 5
met2 | 21.0 | 45 | 20
met1 | 22.4 | 50 | 673
li1 | - | - | 686
==> worst paths after layout <==
| kind | endpoint | slack (ps) | startpoint | cells after the start |
|---|---|---|---|---|
| worst max-delay path | tx_data[3] | 2400 | tx_counter[0] | 6 |
| worst min-delay path | div_counter[0] | 450 | div_counter[0] | 1 |
| worst max register to register | tx_data[3] | 2400 | tx_counter[0] | 6 |
| worst min register to register | div_counter[0] | 450 | div_counter[0] | 1 |
| max in group asynchronous | div_counter[3] | 3270 | rst | 3 |
| min in group asynchronous | tx_data[2] | 1070 | rst | 3 |
==> where the power goes <==
part           total, mW  internal [mW]  switching, mW
Sequential         0.337          0.336       0.000666
Clock              0.287          0.172          0.115
Combinational     0.0222         0.0111         0.0111
Total              0.646          0.519          0.127
==> cell families after synthesis <==
family                     count (synthesis)  share of synthesized area (%)
adders and majority gates                 10                           6.08
AOI/OAI and AO/OA                         28                           9.06
and+or+nand+nor                           57                           16.9
buffers and inverters                     19                           4.26
muxes                                     26                           14.1
DFF                                       39                           47.9
xor gates and xnor gates                   4                           1.70
==> area by class of cell <==
| cell class | count | area, um2 | area share, % |
|---|---|---|---|
| Timing Repair Buffer | 23 | 228 | 9.29 |
| Sequential cell | 39 | 986 | 40.2 |
| Tap cell | 67 | 83.8 | 3.42 |
| Multi-Input combinational cell | 125 | 983 | 40.1 |
| Inverter | 14 | 52.6 | 2.14 |
| Clock inverter | 2 | 35.0 | 1.43 |
| Clock buffer | 6 | 82.6 | 3.37 |
Power is estimated from default activity; no workload was simulated.
